--- /design/flow/config.mk ---
export PLATFORM = sky130hd
export DESIGN_NAME = BARREL_SHIFTER
export DESIGN_NICKNAME = BARREL_SHIFTER
export VERILOG_FILES = /design/flow/design.v
export SDC_FILE = /design/flow/constraint.sdc
export NUM_CORES = 4
export LEC_CHECK = 1
export CORE_AREA = 10 10 72 72
export DIE_AREA = 0 0 82 82
--- /design/flow/constraint.sdc ---
current_design BARREL_SHIFTER

set clk_period 1.0
set clk_io_pct 0.2

create_clock -name clk0 -period $clk_period

set non_clock_inputs [all_inputs -no_clocks]
set_input_delay [expr $clk_period * $clk_io_pct] -clock clk0 $non_clock_inputs
set_output_delay [expr $clk_period * $clk_io_pct] -clock clk0 [all_outputs]
--- /design/flow/design.v ---
module BARREL_SHIFTER(shifter_out, shifter_enable, shift_direction, data_1);
  parameter word_size = 32;                        
  parameter LEFT = 1;
  parameter RIGHT = 0;
  input shift_direction;                           
  input shifter_enable;                            
  input [word_size-1:0] data_1;                    
  output reg [word_size-1:0] shifter_out;            
  always @ (*)
  if (shifter_enable)
    begin
      case(shift_direction)
      LEFT: shifter_out = data_1 << 1;
      RIGHT: shifter_out = data_1 >> 1;
      default: shifter_out = data_1;
    endcase
    end
  else
    shifter_out = data_1;
endmodule
--- /design/flow/run.sh ---
#!/bin/bash
# OpenROAD 26Q1-2900-gdf79404cd8, Yosys 0.63+post, stock flow scripts
make -C /OpenROAD-flow-scripts/flow DESIGN_CONFIG=/design/flow/config.mk WORK_HOME=/design/flow/orfs finish
==> summary.txt <==
Latest figures from synthesis and place and route.

The minimum setup slack after placement is -0.6405 ns. The cell depth of the worst hold path is 4. Subtracting the final worst setup slack from the clock period gives 1.176 ns. Per the synthesis report, the number of distinct cell types is 12. STA classifies the critical path startpoint as a primary input.

The total stage count of the critical path is 6. The floorplan report gives the top-level pin count as 66. The flow ran to the end, but the final reports show violations. The core box area is 3689 um^2. According to the report, the first pass of detailed routing completed in 4 iterations. The layout has between 400 and 500 filler cells.

The number of remaining DRC errors is 0. The report lists the cells along the critical path as buf_12 -> buf_16 -> buf_4 -> mux2i_1 -> a21oi_1 -> buf_2. The number of buffers and inverters on the critical path is 4. The report puts the hold buffer count at CTS at 0. The timing report gives the biggest stage delay along the critical path as between 0.15 and 0.2 ns. The share of total power dissipated in combinational logic is 1.000. Entering global routing, the biggest net connects 18 pins. The maximum resistive drop on vdd is 0.0001499 V.

The final period utilization is 1.176. According to the timing report, the arrival time at the worst endpoint equals 0.98 ns. The maximum net fanout on the critical path is 7. The global router's overall resource usage is 0.09054.

The fraction of layout instances using a drive strength above 1 is 0.3209. Note, the detailed placer reported a final HPWL of 2232 um. The final routed wirelength across all metal layers is 3231 um.

The final worst hold slack is between 0.8 and 0.9 ns. Data on the critical path is required at its endpoint by 0.80 ns. The full die area is slightly below 7000 um^2.

Per the layout area report, the register area comes to 0 um^2. Once layout is complete, the utilization of the core stands at 0.4111. Based on the critical path, the design can be clocked at up to approximately 850 MHz. Per the detail_route report, the via count comes to 1024.

The count of mapped cells out of synthesis is 107. The number of flip-flops and latches is 0. The pin closest to its max-slew limit shows a slew of 0.1636 ns. The post-detailed-route wirelength per cell is between 10 and 15 um. The number of antenna violations at the first check in global routing is 0. The via density per instance is 4.357. The library cells used most frequently in the layout, excluding fill and tap cells, are sky130_fd_sc_hd__dlygate4sd2_1, sky130_fd_sc_hd__buf_2, sky130_fd_sc_hd__mux2i_1, sky130_fd_sc_hd__nor2_1, sky130_fd_sc_hd__a21oi_1. The synthesized netlist was found by Yosys to have 107 cells.

The die is between 80 and 90 um wide. The number of hold violations in the final report is 0. The warning tally printed by Yosys for this design is 1. The final worst slack is -0.1758 ns. The number of cells after detailed placement is ~220.

The switching portion of total power comes to 0.3791. The overall power consumption is between 600 and 700 uW. The element type at the critical path end is an output pin.

The power report attributes to the clock group a share of 0. The number of warnings reported in the stage logs is 34. The cell class contributing the biggest share of worst-path delay is buffers and inverters. The area of the mapped netlist is between 600 and 700 um^2. The critical path start-end classification is primary input to output pin.

The report lists the power per cell area as 413.0 nW/um^2. Per the post-synthesis stats, the area per cell is 6.537 um^2. The checks that failed: negative setup slack. The number of standard cells in the layout, taps in and fillers out is 235. The cell leakage power is 0.7932 nW.

In this run the power spent charging and discharging nets is about 240 uW. Setup repair after global routing could not meet its margin everywhere. The via count of the first global-routing pass is about 1000. Compared with the post-synthesis result, the final layout area differs by 116.8%.

The placed instance area is ~1400 um^2. The final setup violation count is 30. Across all checked pins, the minimum headroom to the slew limit is 0.8878. After routing, the total negative slack on setup checks comes to -2.369 ns.

Counting pins that exceed their max-slew limit in the final report gives 0. The placer's final routability congestion estimate is 0.7541. In the synthesis report, Yosys lists the chip area as between 600 and 700 um^2. The type of the worst min-delay path is primary input to output pin. The slowest stage of the critical path belongs to the cell sky130_fd_sc_hd__a21oi_1. The report counts max-capacitance violations totalling 0. As logged by OpenROAD, the buffers inserted on ports number 66. The initialized floorplan defines 22 standard-cell rows. The antenna diode count is 0. At the floorplan stage, the core utilization is reported as 0.1896. Measured along the y axis, the die boundary spans a little over 80 um. The violation tally recorded at the end of detailed-routing iteration 0 is 32. The total overflow left after global routing is 0. Nets still carrying antenna violations after routing amount to 0. The final design area excluding fillers is 1516 um^2. The clock buffers instantiated in the layout total 0. Per Yosys stat, the portion of area used by sequential elements is 0. The share of total power in sequential cells is 0. The internal power is about 390 uW. The first global-routing pass estimated 5050 um of wire.
==> tightest hold or removal path: stages <==
cell and delay, ns:
sky130_fd_sc_hd__buf_8 0.13, sky130_fd_sc_hd__buf_16 0.13, sky130_fd_sc_hd__o21ai_1 0.05, sky130_fd_sc_hd__buf_2 0.10
==> final cells by class <==
cell class                 count  area (um^2)  share of cell area
inverter                       2        7.507            0.004951
tap                           48        60.06             0.03960
multi-input combinational     94        589.3              0.3886
timing repair buffer          91        859.6              0.5668
==> cell usage after synthesis <==
cell	n	area share
sky130_fd_sc_hd__nor2_1	30	0.16
sky130_fd_sc_hd__nand3_1	1	0.0071
sky130_fd_sc_hd__buf_2	4	0.029
sky130_fd_sc_hd__inv_1	2	0.011
sky130_fd_sc_hd__buf_6	1	0.016
sky130_fd_sc_hd__a21oi_1	30	0.21
sky130_fd_sc_hd__clkbuf_1	2	0.011
sky130_fd_sc_hd__mux2i_1	30	0.43
sky130_fd_sc_hd__buf_12	3	0.086
sky130_fd_sc_hd__o21ai_0	2	0.014
sky130_fd_sc_hd__nand3b_1	1	0.011
sky130_fd_sc_hd__buf_4	1	0.011
==> per-layer routing <==
layer	vias to the layer above	track usage	wire, um
met5	-	0	0
met4	0	0	0
met3	0	0.01872	233
met2	31	0.1607	1547
met1	456	0.1168	1450
li1	537	-	-
==> kinds of logic (layout without fill, tap and decap cells) <==
| kind of cell | count (synthesis) | after routing | share of synthesized area |
|---|---|---|---|
| AND-OR/OR-AND | 32 | 32 | 0.2290 |
| buffers and inverters | 13 | 93 | 0.1628 |
| multiplexers | 30 | 30 | 0.4293 |
| AND/OR/NAND/NOR | 32 | 32 | 0.1789 |
==> power groups by stage <==
stage	clock (mW)	sequential [mW]	combinational, mW
4_1_cts	0	0	0.623
6_report	0	0	0.626
5_1_grt	0	0	0.699
==> worst paths after layout <==
path                        start         endpoint  slack [ns]
setup / recovery  shift_direction  shifter_out[29]       -0.18
hold / removal     shifter_enable  shifter_out[31]        0.82
==> timing repair <==
item / in CTS / in global routing
gates resized: 154 / 1
pin swaps: 29 / 2
setup endpoints to repair: 32 / 32
gates cloned: 4 / 1
buffers inserted: 14 / 1
Power and IR drop assume default switching activity.
