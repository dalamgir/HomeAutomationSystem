### design.v
module PROGRAM_COUNTER(count, data_in, load_pc, load_pc_i, increment_pc, alu_one, alu_zero, clock, reset, interrupt_enable, interrupt_address, interrupt_address_2, interrupt_disable);
  parameter word_size = 32;
  output reg [word_size-1:0] count;
  output reg alu_zero;
  input [word_size-1:0] data_in;
  input load_pc, increment_pc, clock, reset, load_pc_i;
  input alu_one;
  input interrupt_enable, interrupt_disable;
  input [19:0] interrupt_address, interrupt_address_2;
  reg [word_size-1:0] SPSR;
  integer toggle = 1;
  integer toggle2 = 1;
  integer first_run=1;
  always @ (posedge clock or negedge reset)
  begin
    if (reset == 0) count <= 0;
	else if (alu_one) begin count <= data_in[19:0]; alu_zero = 1; end
	else if (load_pc_i) 
	begin 
		if(toggle ==0)
		begin
				count <=interrupt_address_2; 
				alu_zero <= 0;
				toggle <= 1;
				toggle2<=0;
				first_run<=0;
		end
		else
		begin
			count <= data_in[19:0]; 
			alu_zero = 0; 
		end
	end
    else if (load_pc) begin count <= data_in; alu_zero = 0; end
    else if (increment_pc) 
	begin 
		if (interrupt_disable ==0 && count == 32'd20)
			begin
			if(toggle2 == 0)
			count <= SPSR;
			else
			begin
			count<=count;
			end
			alu_zero <= 0;
			end
		else begin  count <= count + 1; alu_zero <= 0; end 
	end
	else if (interrupt_enable) 
	begin
		if (toggle == 1)
		begin 
			SPSR <= count;
			count <= interrupt_address; 
			alu_zero <= 0;
			toggle <= 0;
		end
	end
  end
endmodule
### run.sh
#!/bin/bash
# OpenROAD 26Q1-2900-gdf79404cd8, Yosys 0.63+post, stock flow scripts
make -C /OpenROAD-flow-scripts/flow DESIGN_CONFIG=/design/flow/config.mk WORK_HOME=/design/flow/orfs finish
### config.mk
export PLATFORM = sky130hd
export DESIGN_NAME = PROGRAM_COUNTER
export DESIGN_NICKNAME = PROGRAM_COUNTER
export VERILOG_FILES = /design/flow/design.v
export SDC_FILE = /design/flow/constraint.sdc
export NUM_CORES = 4
export LEC_CHECK = 1
export CORE_UTILIZATION = 30
### constraint.sdc
current_design PROGRAM_COUNTER

set clk_period 7.5
set clk_io_pct 0.2

create_clock -name clk0 -period $clk_period [get_ports {clock}]

set non_clock_inputs [all_inputs -no_clocks]
set_input_delay [expr $clk_period * $clk_io_pct] -clock clk0 $non_clock_inputs
set_output_delay [expr $clk_period * $clk_io_pct] -clock clk0 [all_outputs]
==> results_tabular.tex <==
% Yosys + OpenROAD metrics
\begin{tabular}{lr}
\hline
Metric & Value \\
\hline
\multicolumn{2}{l}{\textbf{Final timing}} \\
Hold violation total from the final report & 0 \\
Slew of the pin with the lowest slew margin & $\sim$0.92 ns \\
Largest clock skew in the final design & between 0.008 and 0.009 ns \\
Final-layout setup total negative slack & 0 ns \\
Final critical-path required period & 4.310 ns \\
Setup violation total in the final timing report & 0 \\
Final worst-path setup slack & 3.190 ns \\
Fin crit share & 57.47\% \\
Setup repair after global routing missed its margin & no \\
Number of max-slew violations in the final report & 0 \\
Max Clock Freq & 0.2320 GHz \\
Remaining max-slew budget at the tightest pin & between 30\% and 40\% \\
\multicolumn{2}{l}{\textbf{Power}} \\
Power density cells & between 150 and 200 mW/mm\^{}2 \\
Clock power frac & 44.0\% \\
Leakage & approximately 2.2 nW \\
Internal portion of total power & 0.8407 mW \\
Net switching component of the power & 0.2750 mW \\
Combinational power share & 16.3\% \\
Switch share & 24.65\% \\
Proportion of power drawn by flip-flops and latches & 39.7\% \\
Max IR drop VDD & 0.09648 mV \\
\multicolumn{2}{l}{\textbf{Route}} \\
Initial drt markers & 376 \\
Via Count & between 4000 and 5000 \\
Detailed-routing wirelength on met1 & 6311 um \\
Total DRC errors in the routed layout & 0 \\
Routed Wire Length & 14960 um \\
Routed vias/inst & 5.743 \\
Routed met2 length & 6701 um \\
Met3 layer wire length in the routed design & $\sim$1600 um \\
Routed wire per std cell & 20.21 um \\
First-pass iteration count of the detailed router & 6 \\
Number of nets with antenna violations after detailed routing & 0 \\
DR top layer & met4 \\
Antenna diode count & 0 \\
\multicolumn{2}{l}{\textbf{Place}} \\
Dpl ws & 2.910 ns \\
Sum of net half-perimeters after detailed placement & 10230 um \\
Buffers added on ports & 112 \\
Gpl congestion & 0.8791 \\
\multicolumn{2}{l}{\textbf{Layout}} \\
Layout cell share with drive strength beyond 1 & a little over 8\% \\
Most instantiated logic cell after routing & sky130\_fd\_sc\_hd\_\_clkdlybuf4s50\_1 \\
Most common logic cells in the final layout & 112 x sky130\_fd\_sc\_hd\_\_clkdlybuf4s50\_1, 50 x sky130\_fd\_sc\_hd\_\_nand2\_1, 36 x sky130\_fd\_sc\_hd\_\_a21oi\_1 \\
Post-synthesis to final-layout area growth & 37.07\% \\
Utilization of the core after routing & 42.20\% \\
\multicolumn{2}{l}{\textbf{Yosys}} \\
FFs w/ async S/R, synth & 47.76\% \\
Fraction of the yosys area taken by sequential cells & 43.16\% \\
Summed standard-cell area reported by yosys & 0.004290 mm\^{}2 \\
Gate count of the mapped netlist & 451 \\
Post-synth tally of flip-flops with integrated enable & 35 \\
Cell area after synthesis & 0.004290 mm\^{}2 \\
Cell type with the largest total area & sky130\_fd\_sc\_hd\_\_edfxtp\_1 \\
Prevailing post-synth register cell & sky130\_fd\_sc\_hd\_\_edfxtp\_1 \\
Area fraction of the dominant cell type after synthesis & 24.50\% \\
Flip-flop and latch count after synthesis & $\sim$67 \\
Main area contributors & sky130\_fd\_sc\_hd\_\_edfxtp\_1 24\%, sky130\_fd\_sc\_hd\_\_dfrtp\_1 19\%, sky130\_fd\_sc\_hd\_\_nand2\_1 4.4\% \\
Yosys stat cell total & 451 \\
Number of different library cells in the post-synthesis netlist & roughly 68 \\
Yosys synthesis warning count & 1 \\
Post-Syn Area per Cell & around 9.5 um\^{}2 \\
\multicolumn{2}{l}{\textbf{Die}} \\
Share of the core filled by cells before placement & a little under a third \\
Vertical die dimension & 121.6 um \\
Area of the die & $\sim$0.015 mm\^{}2 \\
Die extent in x & 121.6 um \\
Placeable core region & 0.01393 mm\^{}2 \\
IO Count & 113 \\
Cell row count & between 40 and 50 \\
\multicolumn{2}{l}{\textbf{Global routing}} \\
Wire length of the first global-routing pass & 23400 um \\
Via count of the first global-routing pass & 4318 \\
Pin count of the biggest net entering global routing & 47 \\
Overflow after GRT & 0 \\
Total routing resource utilization after global routing & between 20\% and 30\% \\
Number of antenna violations at the first check in global routing & 0 \\
\multicolumn{2}{l}{\textbf{CTS}} \\
CTS HTree Levels & 3 \\
Hold-fix buffers, CTS & 0 \\
Clock input transition at the sequential cells of the worst setup and hold paths & 0.06 ns \\
Clock Sinks & 67 \\
Post-CTS setup-driven buffer insertion count & 0 \\
Bufs on Longest Clock Path & 2 \\
TritonCTS clock tree & yes \\
Clock Latency Late Sink & 0.33 ns \\
Resized Gates After CTS & 0 \\
Clock root buffer & sky130\_fd\_sc\_hd\_\_clkbuf\_16 \\
Number of clock buffers inserted by TritonCTS & 9 \\
\multicolumn{2}{l}{\textbf{Setup path}} \\
Kind of critical path & in2reg \\
Maximum single-stage delay on the critical path & between 0.7 and 0.8 ns \\
CP Data Arrival Time & between 4 and 5 ns \\
Critical-path cell list & clkdlybuf4s50\_1 -> nor2\_1 -> buf\_4 -> nand2\_1 -> a21oi\_1 -> a41o\_1 -> buf\_4 -> nor3\_1 -> a221o\_1 \\
Data required time of the critical path & around 7.7 ns \\
Crit end category & flop \\
Highest net fanout along the worst path & 20 \\
Critical Path Slowest Stage Cell & sky130\_fd\_sc\_hd\_\_clkdlybuf4s50\_1 \\
Critical Path Source Type & input pin \\
CP most frequent cell & sky130\_fd\_sc\_hd\_\_buf\_4 \\
\multicolumn{2}{l}{\textbf{Hold path}} \\
Class of the most critical hold timing path & reg2reg \\
\multicolumn{2}{l}{\textbf{Flow run}} \\
Maximum capacitance violations & 0 \\
OpenROAD warning count & 26 \\
\multicolumn{2}{l}{\textbf{Status}} \\
Status & finished, final reports clean \\
\hline
\end{tabular}
-- power by group through the flow --
stage / Sequential [mW] / Combinational, mW / Clock [mW]
after CTS: 0.443 / 0.182 / 0.496
after global routing: 0.447 / 0.198 / 0.509
final: 0.443 / 0.182 / 0.491
-- final cells by class --
cell class / instances / area [um^2]
fillers: 1305 / 8054
repair buffers: 124 / 1211
clock inverters: 5 / 100.1
inverters: 18 / 67.56
clock buffers: 11 / 242.7
well taps: 180 / 225.2
flip-flops and latches: 67 / 1852
multi-input cells: 335 / 2182
-- kinds of logic (layout without fill, tap and decap cells) --
family	count (synthesis)	in the layout	share of synthesized area, %
buffers and inverters	49	158	6.124
adders and majority gates	3	3	0.8750
DFF	67	67	43.16
and+or+nand+nor	153	153	19.22
AOI/OAI and AO/OA	156	156	25.84
muxes	7	7	1.633
other	1	1	0.08741
xor gates and xnor gates	15	15	3.062
-- critical path, delay by kind of cell --
family | cells | cell delay (ns)
buffers and inverters | 3 | 1.36
AOI/OAI and AO/OA | 3 | 1.25
and+or+nand+nor | 3 | 0.40
-- sequential cells by signal, summed over array words and instances (netlist names) --
signal,cells
SPSR,32
alu_zero,1
count,32
toggle,1
toggle2,1
-- metal layers --
metal  global-route usage [%]  up-vias
met5                        0        -
met2                    32.21      261
li1                         -     1962
met1                    31.43     1996
met4                    5.633        0
met3                    6.632       31
-- metrics by stage --
| step | hold slack [ns] | instances | total power, mW | cell area [um^2] |
|---|---|---|---|---|
| after floorplan | 0.4196 | 451 | 0.5184 | 4290 |
| after global placement | 0.5149 | 724 | 0.6285 | 5538 |
| after detailed placement | 0.5207 | 724 | 0.6293 | 5538 |
| after CTS | 0.5329 | 740 | 1.120 | 5881 |
| after global routing | 0.5814 | 740 | 1.154 | 5881 |
| final | 0.5354 | 740 | 1.116 | 5881 |
-- path summary, 6_finish.rpt --
| kind | from | to | slack [ns] | cells past startpoint |
|---|---|---|---|---|
| worst max register to register | count[0] | count[28] | 4.34 | 9 |
| worst max-delay path | alu_one | count[28] | 3.19 | 9 |
| max in group asynchronous | reset | count[3] | 5.52 | 2 |
| worst min-delay path | SPSR[27] | count[27] | 0.54 | 2 |
| min in group asynchronous | reset | count[21] | 1.62 | 2 |
| worst min register to register | SPSR[27] | count[27] | 0.54 | 2 |
-- cells in the mapped netlist (all sizes together), types with 4 or more instances --
library cell,number
nand2,50
a21oi,36
edfxtp,35
dfrtp,32
o21ai,25
nor2,24
clkbuf,19
nand3,19
inv,18
nand4,14
nor4,14
buf,12
a31oi,11
a221o,10
nor3,10
xnor2,10
a22o,7
mux2i,7
nor2b,7
a32o,6
o221ai,5
o22ai,5
xor2,5
a211o,4
a221oi,4
a22oi,4
a32oi,4
and3,4
o21a,4
o31ai,4
Power is estimated from default activity; no workload was simulated.
