<file path="design.v">
module MUX_3CHANNEL (mux_out, data_a, data_b, data_c, select);
  parameter word_size = 32;
  output [word_size-1:0] mux_out;
  input [word_size-1:0] data_a, data_b, data_c;
  input [1:0] select;
  assign mux_out = (select == 0) ? data_a : (select == 1) ? data_b : (select == 2) ? data_c : 32'bx;
endmodule
</file>
<file path="run.sh">
#!/bin/bash
# OpenROAD 26Q1-2900-gdf79404cd8, Yosys 0.63+post, stock flow scripts
make -C /OpenROAD-flow-scripts/flow DESIGN_CONFIG=/design/flow/config.mk WORK_HOME=/design/flow/orfs finish
</file>
<file path="config.mk">
export PLATFORM = sky130hd
export DESIGN_NAME = MUX_3CHANNEL
export DESIGN_NICKNAME = MUX_3CHANNEL
export VERILOG_FILES = /design/flow/design.v
export SDC_FILE = /design/flow/constraint.sdc
export NUM_CORES = 4
export LEC_CHECK = 1
export CORE_AREA = 10 10 78 78
export DIE_AREA = 0 0 88 88
</file>
<file path="constraint.sdc">
current_design MUX_3CHANNEL

set clk_period 3.2
set clk_io_pct 0.2

create_clock -name clk0 -period $clk_period

set non_clock_inputs [all_inputs -no_clocks]
set_input_delay [expr $clk_period * $clk_io_pct] -clock clk0 $non_clock_inputs
set_output_delay [expr $clk_period * $clk_io_pct] -clock clk0 [all_outputs]
</file>
==> run_results.csv <==
group,metric,value,unit
run_status,outcome,"complete, no violations",
placed_design,port_buffers,130,
grt,number_of_antenna_violations_at_the_first_check_in_global_routing,0,
synth,ys_seq_share,0,
clock_network,post-cts-setup-buffers,0,
drt,viasPerCell,4.075,
drt,via_count,1145,
grt,grt_use_met2,0.1766,
worst_setup_path,worstSetupEndpointType,"output pin",
drt,antenna_cells_inserted,0,
min_path,min_delay_worst_endpoint,"mux_out[5]",
layout,layout-area-overhead-vs-synth,179.9,%
drt,wl_per_cell,15.04,um
power_and_ir_drop,power_switching,0.06500,mW
layout,seq_cells,0,
placed_design,dp_slack,0.7421,ns
timing,finalClockPeriodUsage,0.7624,
synth,synth.yosys.num_cells,107,
timing,slew_headroom,0.7684,
timing,hold_viol_final,0,
timing,setup_violations,0,
placed_design,gp_congestion,0.7804,
min_path,worst_hold_path.num_cells,4,
timing,fmaxAchievable,409.9,MHz
layout,layout_cells_sized_above_1,0.03057,
grt,grt_pass1_vias,1190,
synth,ys_warn_count,0,
run,openroad.warnings,32,
worst_setup_path,worstPathRequired,2.56,ns
synth,synth_chip_area,714.4,um2
worst_setup_path,cp_max_fo,1,
timing,postLayoutSetupSlackWorst,0.7603,ns
min_path,holdCritPathClass,"input port to output pin",
run,max_cap_violations,0,
floorplanning,floorplan.initialDensity,0.1618,
synth,syn_area,714.4,um2
min_path,timing.hold.worst.start,"select[1]",
synth,syn-mean-instance-area,6.677,um2
timing,fin_hold_ws,2.126,ns
floorplanning,die_height,88,um
drt,routed_wire_length,4226,um
layout,layout_top_cell,"sky130_fd_sc_hd__clkdlybuf4s50_1",
power_and_ir_drop,powerDensity,129.3,nW/um2
floorplanning,number_of_placement_rows,24,
worst_setup_path,timing.critical_path.slowest_stage_cell,"sky130_fd_sc_hd__clkdlybuf4s50_1",
grt,first_pass_grt_wire_length,6154,um
floorplanning,chipArea,7744,um2
grt,grt_start_max_net_pins,39,
drt,detail_route.first_pass.iterations,4,
clock_network,cts-hold-fix-buffers,0,
power_and_ir_drop,ir_worst_vdd,0.07116,mV
drt,postRouteAntennaNets,0,
placed_design,placement.cell_area,1999,um2
worst_setup_path,critical_path.startpoint_type,"input port",
grt,grt_busiest_layer,"met2",
worst_setup_path,cp_slowest_stage_delay,0.50,ns
power_and_ir_drop,share_seq_of_total_power,0,
timing,setup-tns-final,0,ns
floorplanning,core,4414,um2
layout,fill_cells,431,
layout,layout.cells.most_common_list,"sky130_fd_sc_hd__clkdlybuf4s50_1 (128), sky130_fd_sc_hd__mux2i_1 (32), sky130_fd_sc_hd__nand2_1 (32)",
layout,clkbuf_count,0,
clock_network,cts_resized,0,
floorplanning,ioPinCount,130,
timing,post-route-min-period,2.440,ns
grt,overflow,0,
power_and_ir_drop,p_int,0.1935,mW
grt,global_route.usage.total,0.09716,
synth,post_synth_num_cell_types,8,
worst_setup_path,criticalPathCategory,"input port to output pin",
grt,grtUsageMet3,0.03181,
worst_setup_path,crit_chain,"clkdlybuf4s50_1 -> mux2i_1 -> o21ai_1 -> clkdlybuf4s50_1",
timing,final_slew_violations,0,
worst_setup_path,critical_path_arrival,1.80,ns
drt,drc,0,
synth,syn-instance-count,107,
layout,post-route-cell-area,1999,um2
worst_setup_path,cp_common_cell,"sky130_fd_sc_hd__clkdlybuf4s50_1",
power_and_ir_drop,total_leakage_power,0.8307,nW
placed_design,post-dp-hpwl,3736,um
drt,drt_iter0_markers,31,
timing,rsz_0062_raised_after_global_routing,"no",
floorplanning,die-width,88,um
power_and_ir_drop,combPwrFrac,1.000,
timing,timing_worst_slew_pin_value,0.3474,ns
power_and_ir_drop,power_frac_clock,0,
power_and_ir_drop,power.switching_fraction,0.2514,
grt,grt_util_met1,0.1124,
layout,register_area,0,um2
==> metal layers <==
metal / up-vias / routed length (um)
li1: 622 / -
met1: 453 / 1596
met2: 68 / 2078
met3: 2 / 530
met4: 0 / 21
met5: - / 0
==> cells in the mapped netlist (all sizes together) <==
cell type  count  area share
mux2i         32        0.45
nand2         32        0.17
o21ai         32        0.23
buf           11        0.15
==> worst max-delay path: cells and delay by family <==
kind            cells  cell delay [ns]
buf+inv             2             0.96
compound gates      1             0.14
mux                 1             0.06
==> cell families (layout without fill, tap and decap cells) <==
logic type,Yosys count,after routing,synth area share
and+or+nand+nor,32,32,0.1681
muxes,32,32,0.4483
buffers and inverters,11,133,0.1489
AOI/OAI and AO/OA,32,32,0.2347
==> area by class of cell <==
cell class / instances / area [um2] / area share
repair buffers: 133 / 1326 / 0.6633
well taps: 52 / 65.06 / 0.03254
multi-input cells: 96 / 608.1 / 0.3041
==> power groups by stage <==
stage	combinational [mW]	clock, mW	sequential (mW)
6_report	0.259	0	0
4_1_cts	0.264	0	0
5_1_grt	0.282	0	0
==> per-stage QoR <==
stage	total power [mW]	util	std cells
2_1_floorplan	0.07239	-	107
3_3_place_gp	0.2618	0.4529	281
3_5_place_dp	0.2626	0.4529	281
4_1_cts	0.2636	0.4529	281
5_1_grt	0.2822	0.4529	281
6_report	0.2585	0.4529	281
==> how the worst max path moves through the flow <==
| stage | startpoint | endpoint | slack, ns | cells after the start |
|---|---|---|---|---|
| final | data_a[19] | mux_out[19] | 0.76 | 4 |
| after CTS | data_b[7] | mux_out[7] | 0.75 | 4 |
| after global routing | data_b[20] | mux_out[20] | 0.65 | 4 |
Power figures rest on the tool's default switching activity, not on a simulated workload.
